<file path="design/flow/run.sh">
#!/bin/bash
# OpenROAD 26Q1-2900-gdf79404cd8, Yosys 0.63+post, stock flow scripts
make -C /OpenROAD-flow-scripts/flow DESIGN_CONFIG=/design/flow/config.mk WORK_HOME=/design/flow/orfs finish
</file>
<file path="design/flow/config.mk">
export PLATFORM = sky130hd
export DESIGN_NAME = top_module
export DESIGN_NICKNAME = top_module
export VERILOG_FILES = /design/flow/design.v
export SDC_FILE = /design/flow/constraint.sdc
export NUM_CORES = 4
export LEC_CHECK = 1
export CORE_UTILIZATION = 30
</file>
<file path="design/flow/constraint.sdc">
current_design top_module

set clk_period 4.1
set clk_io_pct 0.2

create_clock -name clk0 -period $clk_period [get_ports {clk}]

set non_clock_inputs [all_inputs -no_clocks]
set_input_delay [expr $clk_period * $clk_io_pct] -clock clk0 $non_clock_inputs
set_output_delay [expr $clk_period * $clk_io_pct] -clock clk0 [all_outputs]
</file>
<file path="design/flow/design.v">
module top_module(
    input clk,
    input rst_n,
    input control,
    output [7:0] led_out
);
    wire clk_1Hz,clk_10Hz;
    divide fenpiqi(
        .clk(clk),
        .rst_n(rst_n),
        .clk_1Hz(clk_1Hz),
        .clk_10Hz(clk_10Hz)
    );
    counter cnt(
        .clk(clk),
        .clk_1Hz(clk_1Hz),
        .clk_10Hz(clk_10Hz),
        .key_sw0(control),
        .key_sw3_n(rst_n),
        .led(led_out)
    );
endmodule
module divide(
    input clk, 
    input rst_n,
    output clk_1Hz, 
    output clk_10Hz 
);
    parameter MAX = 25'd24_999_999;
    parameter MAX_10Hz = 22'd2_499_999;
    reg [25:0] cnt;
    reg [22:0] cnt_10Hz;
    reg clk_1Hz_reg;
    reg clk_10Hz_reg;
    always@(posedge clk,negedge rst_n)begin
        if(!rst_n)
            cnt <= 25'b0;
        else if(cnt == MAX)
                cnt <= 25'b0;
        else 
            cnt <= cnt + 25'd1;
    end
    always@(posedge clk,negedge rst_n)begin
        if(!rst_n)
          clk_1Hz_reg <= 1'd0;
        else if(cnt == MAX)
          clk_1Hz_reg <= ~clk_1Hz_reg;
    end
    always @(posedge clk,negedge rst_n) begin
        if(!rst_n)
            cnt_10Hz <= 22'b0;
        else if(cnt_10Hz == MAX_10Hz)
                cnt_10Hz <= 22'b0;
        else 
            cnt_10Hz <= cnt_10Hz + 22'd1;
    end
    always @(posedge clk,negedge rst_n) begin
        if(!rst_n)
          clk_10Hz_reg <= 1'd0;
        else if(cnt_10Hz == MAX_10Hz)
          clk_10Hz_reg <= ~clk_10Hz_reg;
    end
    assign clk_1Hz = clk_1Hz_reg;
    assign clk_10Hz = clk_10Hz_reg;  
endmodule
module counter(
    input clk,
    input clk_1Hz,
    input clk_10Hz,
    input key_sw0,
    input key_sw3_n,
    output [7:0] led
);
    parameter MAX_model_0 = 8'd127;
    parameter MAX_model_1 = 4'd9;
    reg [7:0] led_reg;
    reg [3:0] high,low;
    reg change_flag;
    always @(posedge clk_1Hz,negedge key_sw3_n) begin
        if(~key_sw3_n)
            led_reg <= 8'd0;
        else if((change_flag==1'b0) && (led_reg==MAX_model_0))
            led_reg <= 8'd0;
        else if(change_flag==1'b0)
            led_reg <= led_reg + 8'd1;
    end
    always @(posedge clk_1Hz,negedge key_sw3_n) begin
        if(~key_sw3_n)
            high <= 4'd0;
        else if((change_flag==1'b1) && (high==MAX_model_1)) 
            high <= 4'd0;
        else if(change_flag==1'b1)
            high <= high + 4'd1;
    end
    always @(posedge clk_10Hz,negedge key_sw3_n) begin
        if(~key_sw3_n)
            low <= 4'd0;
        else if((change_flag==1'b1) && (low==MAX_model_1)) 
            low <= 4'd0;
        else if(change_flag==1'b1)
            low <= low + 4'd1;
    end
    always @(posedge clk ) begin
        if((~key_sw3_n) && (key_sw0==1'b0))
            change_flag <= 1'b0;
        else if((~key_sw3_n) && (key_sw0==1'b1))
            change_flag <= 1'b1;
    end
    assign led = (change_flag==1'b0) ? led_reg : {high,low};
endmodule
</file>
==> impl_metrics.csv <==
group,metric,value,unit
outcome,status,"finished clean",
cts,holdBufCountCts,0,
yosys,syn_avg_cell_area,10.2,µm²
min_path,min_path_cells,1,
place,gp_congestion,0.816,
run,tool_warnings,27,
global_route,grt_pass1_wl,10300,µm
cts,post_cts_buffers,0,
setup_path,reg2reg_depth,4,
cts,ctsResizeCount,0,
route,drt_iter0_drc,96,
cts,cts_tree,"done",
route,diodes,0,
setup_path,endpoint_kind,"primary output",
setup_path,cp_max_fo,24,
yosys,ys.flop_type,"dfrtp_1",
timing,worstMarginPinSlew,0.778,ns
power_and_ir_drop,power_density,240,nW/µm²
layout,instances_no_fill,486,
run,drv_cap,0,
yosys,edf_count,0,
min_path,hp-start,"fenpiqi.cnt[21]",
route,dr_wl_met3,113,µm
timing,fin_crit,2.77,ns
timing,setup_tns,0,ns
layout,ff_latch_area,1700,µm²
cts,clock_latency,0.30,ns
layout,largest_register_ff_count,26,
timing,drv_slew,0,
yosys,yosys.area.top_type_share,0.497,
min_path,min_path_type,"flop to flop",
floorplan,rows,38,
route,dr.pass1.iters,4,
power_and_ir_drop,p_leak,1.58,nW
cts,clkTransAtPathRegs,0.09,ns
timing,slew_headroom,0.480,
floorplan,io_pins,11,
floorplan,fp_util,0.310,
cts,cts_max_path_buffers,2,
yosys,most_common_cell,"dfrtp_1",
layout,finish.utilization,0.344,
timing,hold_violations,0,
yosys,topCellsByArea,"dfrtp_1 50%, xnor2_1 7.0%, xor2_1 3.9%, nand2_1 3.6%, nand4_1 3.5%",
floorplan,dieArea,11700,µm²
global_route,grt_max_degree,40,
timing,unconstrained_endpoints,16,
yosys,ys_top_cells_by_count,"67 x dfrtp_1, 32 x nand2_1, 30 x nor2_1, 27 x xnor2_1, 21 x nand3_1",
route,met2_length,2660,µm
yosys,synth_seq_share,0.503,
setup_path,crit_type,"flop to primary output",
route,post-route-drc-count,0,
yosys,top_area_cell,"dfrtp_1",
timing,fin_worst_skew,0.00859,ns
place,portBuffers,10,
timing,unclocked_pins,16,
setup_path,ff2ff_setup_slack,1.66,ns
route,met1_length,2900,µm
route,dr.max_layer_used,"met4",
setup_path,startpoint_type,"flop",
setup_path,timing.rr.end,"fenpiqi.cnt_10Hz[1]",
yosys,synth_cell_types,38,
timing,finalCritPeriodShare,0.675,
setup_path,arrival,1.95,ns
yosys,ys.flops,68,
timing,rsz0062_at_grt,"no",
cts,h-tree-depth,2,
place,dp_hpwl,4090,µm
place,dpl_worst_slack,1.64,ns
timing,setup_violations,0,
layout,final.fill_count,1069,
global_route,grt_use_total,0.109,
floorplan,core-area,10900,µm²
timing,max_freq,0.361,GHz
layout,drive_above_1_share,0.0751,
global_route,grt_pass1_vias,2228,
cts,numCtsBuffers,5,
global_route,antenna_found_initial,0,
route,wirelength,5730,µm
power_and_ir_drop,ir_drop,0.147,mV
yosys,synthCells,331,
layout,comb_area,1620,µm²
route,via_count,2394,
setup_path,required,3.28,ns
place,post-place-cells,478,
yosys,ys_cells,331,
timing,holdWs,0.469,ns
route,routed_via_density,4.93,
route,drtAntennaViolNets,0,
route,wl_per_cell,11.8,µm
floorplan,dieHeight,108,µm
setup_path,reg2reg_from,"fenpiqi.cnt_10Hz[9]",
yosys,netlist_area,3380,µm²
global_route,grt.overflow.total,0,
timing,layout_setup_ws,1.33,ns
yosys,async_flop_share,0.985,
layout,syn2layout_area_growth,11.1,%
cts,clock-root-buffer,"clkbuf_8",
yosys,synth_chip_area,3380,µm²
yosys,yosys_warnings,2,
floorplan,die_w,108,µm
min_path,hold_path_end,"fenpiqi.cnt[21]",
area by class of cell:
cell class | count | area share
inverters | 7 | 0.00701
repair buffers | 14 | 0.0334
flip-flops and latches | 68 | 0.452
clock buffers | 6 | 0.0194
clock inverters | 2 | 0.00934
multi-input cells | 249 | 0.432
well taps | 140 | 0.0467
where the power goes:
group	internal, mW	switching (mW)	leakage [nW]	total [mW]
combinational	0.0198	0.0184	0.629	0.0382
sequential	0.514	0.00655	0.899	0.520
clock	0.181	0.160	0.0552	0.342
total	0.715	0.185	1.58	0.900
worst max-delay path, cell delays in order (launching register included):
cell             delay [ns]
dfxtp_1                0.84
mux2_2                 0.41
clkdlybuf4s50_1        0.40
routing by layer:
metal,GRT usage,vias to the layer above
met5,0,-
met4,0.0108,0
met2,0.174,26
met1,0.170,1169
li1,-,1195
met3,0.00982,4
cells in the final DEF, fill, tap and decap left out, types with 2 or more instances in the layout:
cell / Yosys / routed
xnor2_1: 27 / 27
clkdlybuf4s50_1: 0 / 9
a22o_1: 2 / 2
o22ai_1: 2 / 2
nand3_1: 21 / 21
inv_1: 7 / 7
dfrtp_1: 67 / 67
nor2_1: 30 / 30
ha_1: 7 / 7
or4_1: 2 / 2
nand2_1: 32 / 32
nor3_1: 10 / 10
nand2b_1: 6 / 6
a21oi_1: 6 / 6
buf_4: 0 / 4
xor2_1: 15 / 15
and3_1: 3 / 3
o31ai_1: 4 / 4
mux2i_1: 5 / 5
and4_1: 6 / 6
o21ai_0: 14 / 14
nor4_1: 7 / 7
mux2_2: 10 / 10
or3_1: 7 / 7
nand4_1: 19 / 19
and2_1: 4 / 4
clkbuf_8: 0 / 5
how the worst max path moves through the flow:
stage | from | to | cells after the start
after CTS | cnt.change_flag | led_out[3] | 2
after global routing | cnt.change_flag | led_out[5] | 2
final | cnt.change_flag | led_out[4] | 2
kinds of logic (layout without fill, tap and decap cells):
kind of cell | count (synthesis) | in the layout | synth area share
XOR/XNOR | 43 | 43 | 0.114
buffers and inverters | 14 | 29 | 0.0178
AND/OR/NAND/NOR | 156 | 156 | 0.244
adder cells (fa/ha/maj) | 7 | 7 | 0.0259
flip-flops | 68 | 68 | 0.503
AND-OR/OR-AND | 28 | 28 | 0.0474
multiplexers | 15 | 15 | 0.0482
metrics by stage:
stage               cell area [µm²]  total power [mW]
floorplan                      3380             0.545
global placement               3640             0.570
detailed placement             3640             0.570
CTS                            3750             0.914
global route                   3750             0.935
finish                         3750             0.900
Power is estimated from default activity; no workload was simulated.
