**flow/design.v**
```verilog
`timescale 1ns / 1ps
module water_led(
    input clk,
    input rst_n,
    output [7:0] led
    );
  parameter MAX = 26'd49_999_999;
    reg [25:0] cnt;
    reg CLK_1Hz_flag;
    reg [7:0] led_reg;
    always@(posedge clk,negedge rst_n)begin
        if(!rst_n)
            cnt <= 26'b0;
        else if(cnt == MAX)
                cnt <= 26'b0;
        else 
            cnt <= cnt + 26'd1;
    end
    always@(posedge clk,negedge rst_n)begin
        if(!rst_n)
          CLK_1Hz_flag <= 1'd0;
        else if(cnt == MAX)
          CLK_1Hz_flag <= 1'd1;
        else
          CLK_1Hz_flag <= 1'd0; 
    end
    always@(posedge clk,negedge rst_n)begin
        if(!rst_n)
            led_reg <= 8'b00000000;
        else if(CLK_1Hz_flag==1'b1&&led_reg==8'b11111111)
            led_reg <= 8'b00000000;
        else if(CLK_1Hz_flag==1'b1)
            led_reg <= {led[6:0],1'b1};
    end
    assign led = led_reg;   
endmodule
```
**flow/run.sh**
```bash
#!/bin/bash
# OpenROAD 26Q1-2900-gdf79404cd8, Yosys 0.63+post, stock flow scripts
make -C /OpenROAD-flow-scripts/flow DESIGN_CONFIG=/design/flow/config.mk WORK_HOME=/design/flow/orfs finish
```
**flow/config.mk**
```make
export PLATFORM = sky130hd
export DESIGN_NAME = water_led
export DESIGN_NICKNAME = water_led
export VERILOG_FILES = /design/flow/design.v
export SDC_FILE = /design/flow/constraint.sdc
export NUM_CORES = 4
export LEC_CHECK = 1
export CORE_AREA = 10 10 103 103
export DIE_AREA = 0 0 113 113
```
**flow/constraint.sdc**
```tcl
current_design water_led

set clk_period 4.0
set clk_io_pct 0.2

create_clock -name clk0 -period $clk_period [get_ports {clk}]

set non_clock_inputs [all_inputs -no_clocks]
set_input_delay [expr $clk_period * $clk_io_pct] -clock clk0 $non_clock_inputs
set_output_delay [expr $clk_period * $clk_io_pct] -clock clk0 [all_outputs]
```
==> README.md <==
| Group | Metric | Reported |
|---|---|---|
| status | Result of the run | finished clean |
| global routing | Residual overflow from global routing | 0 |
| routing | Average wire per cell in the routed design | 11.5 µm |
| final timing | Transition time at the pin with the least slew margin | 0.530 ns |
| yosys | Post-synthesis chip area from yosys | 1610 µm² |
| global routing | Initial antenna violation count | 0 |
| final timing | Max Fclk | 487 MHz |
| clock tree | Clk sinks | 35 |
| yosys | Post-synth area hogs | sky130_fd_sc_hd__dfrtp_1 (54%), sky130_fd_sc_hd__xor2_1 (5.4%), sky130_fd_sc_hd__a22o_1 (3.8%), sky130_fd_sc_hd__nor2_1 (3.3%), sky130_fd_sc_hd__xnor2_1 (3.3%) |
| final timing | Period utilization | 51.4% |
| yosys | Share of the synthesized area in the top cell type | 54.4% |
| final timing | Number of setup violations in the final report | 0 |
| yosys | Sequential element share of the synthesized area | 54.4% |
| clock tree | Buffer levels on the longest clock path | 2 |
| worst hold path | Worst Hold Path Cells | 1 |
| placement | Count of placed standard cells including taps | 262 |
| global routing | Via count of the first global-routing pass | 1103 |
| setup path | Data required time at the worst endpoint | 4.21 ns |
| placement | Weighted congestion at the end of routability-driven global placement | 0.789 |
| finish | Syn-to-layout area delta | 20.1% |
| yosys | Number of distinct library cells after synthesis | 31 |
| setup path | Reg2Reg Depth | 4 |
| job | Count of warning messages emitted by the tools | 26 |
| yosys | Number of enable flip-flop cells | 0 |
| routing | Initial DRT Pass Iterations | 4 |
| finish | Utilization of the core after routing | 23.3% |
| final timing | Final Hold Violation Tally | 0 |
| yosys | Post-synth ARST share | 100% |
| setup path | Sort of element at the start of the critical path | flip-flop |
| routing | Total number of vias | 1154 |
| setup path | Most used cell along the critical path | sky130_fd_sc_hd__or4_1 |
| power and ir drop | PwrDens | 331 nW/µm² |
| placement | IO buf count | 9 |
| clock tree | Clock Pin Slew Worst Setup and Hold Paths | 0.07 ns |
| routing | Drt first-iter violations | 54 |
| finish | Ratio of cells with drive above 1 in the final layout | 7.27% |
| yosys | Yosys cell count | 149 |
| yosys | Total number of yosys warnings | 1 |
| power and ir drop | Internal Power | 0.512 mW |
| finish | Number of flip-flops in the largest register | 26 |
| worst hold path | Start point of the worst min-delay path | cnt[20] |
| setup path | Library cell contributing the largest single delay on the critical path | sky130_fd_sc_hd__or4_1 |
| power and ir drop | Fraction of power spent switching nets | 19.8% |
| final timing | Fin Clk Skew | 0.00263 ns |
| finish | Post-route insts no fill | 270 |
| power and ir drop | Clock power frac | 43.4% |
| clock tree | TritonCTS clock tree | done |
| routing | Total Wirelength | 3090 µm |
| worst hold path | Hold-critical path endpoint | cnt[20] |
| setup path | Worst-case register-to-register setup slack | 1.95 ns |
| clock tree | Number of buffers added to fix hold violations after cts | 0 |
| setup path | CP Buf/Inv Count | 0 |
| final timing | Post-route minimum period | 2.05 ns |
| floorplanning | Die Area | 12800 µm² |
| power and ir drop | Fraction of power consumed by sequential logic | 55.4% |
| placement | Placed wire-length estimate | 2090 µm |
| power and ir drop | Maximum vdd ir drop | 162 µV |
| clock tree | CTS Root Buffer Type | sky130_fd_sc_hd__clkbuf_8 |
| setup path | CP arrival | 2.26 ns |
| clock tree | Depth of the CTS H-tree | 2 |
| power and ir drop | Static Leakage | 0.855 nW |
| global routing | Global-route wire length before repair | 5450 µm |
| setup path | Crit Path Max Fanout | 9 |
| floorplanning | Area of the core | 8300 µm² |
| power and ir drop | Power after layout | 0.639 mW |
| setup path | Worst path cell trace | nand4_2 > or4_1 > or4_1 > a21oi_1 |
| job | Number of max-cap violations | 0 |
| yosys | Average cell area after synthesis | 10.8 µm² |
| worst hold path | Worst hold-check path type | flip-flop to flip-flop |
| setup path | Crit Reg-Reg Endpoint | cnt[25] |
| clock tree | Clock insertion delay at the later pin of the skew report | 0.28 ns |
| setup path | Crit end category | flip-flop |
| yosys | Main synth FF type | sky130_fd_sc_hd__dfrtp_1 |
| floorplanning | Number of core rows | 33 |
| clock tree | Post-cts gate resize count | 0 |
| setup path | CP delay by family, top | simple AND/OR/NAND/NOR gates |
| final timing | Setup TNS Final | 0 ns |
| setup path | R2R Path Start | cnt[8] |
| routing | Diodes inserted | 0 |
| setup path | Category of the critical setup timing path | flip-flop to flip-flop |
| yosys | Mapped cell area | 1610 µm² |
| global routing | Maximum number of pins on one net before global-route repair | 36 |
| floorplanning | Boundary Pins | 10 |
| floorplanning | Chip Height | 113 µm |
| final timing | Relative max-transition margin | 64.5% |
| routing | Remaining number of nets flagged by the antenna check after routing | 0 |
| floorplanning | Initial Utilization | 19.4% |
| final timing | Max-slew violation total from the final report | 0 |
| setup path | Largest incremental delay on the critical path | 0.69 ns |
| clock tree | Number of buffers added by the clock tree synthesis step | 5 |
| power and ir drop | Switching component of the power | 0.127 mW |
| power and ir drop | Share of total power in combinational logic | 1.3% |
| floorplanning | Die boundary width | 113 µm |
| final timing | Unrepaired setup endpoints after global routing | no |
| routing | Post-DR vias/cell | 4.27 |
| yosys | Flop and latch count out of synthesis | 35 |
| global routing | Overall Global Routing Usage | 4.98% |
| routing | DRC violations left | 0 |
| clock tree | Number of post-CTS setup repair buffers | 0 |
| yosys | Cells after Synth | 149 |
| yosys | Cell accounting for the most synthesized area | sky130_fd_sc_hd__dfrtp_1 |
final cells by class:
class | count | area, µm²
clock buffer | 8 | 100
fill | 878 | 6370
inverter | 3 | 11.3
multi-input combinational | 108 | 709
sequential | 35 | 876
tap | 105 | 131
timing repair buffer | 11 | 105
cell families after synthesis:
group,share of synthesized area (%)
AOI/OAI and AO/OA,9.10
and+or+nand+nor,23.5
muxes,1.24
xor gates and xnor gates,8.71
DFF,54.4
adders and majority gates,1.55
buffers and inverters,1.48
worst max path at each step:
| stage | startpoint | to | slack (ns) | depth (start not counted) |
|---|---|---|---|---|
| 4_1_cts | cnt[8] | cnt[25] | 1.95 | 4 |
| 6_report | cnt[8] | cnt[25] | 1.95 | 4 |
| 5_1_grt | cnt[8] | cnt[25] | 1.75 | 4 |
routing by layer:
metal  share of wire (%)  up-vias  track usage (%)
li1                    -      578                -
met1                  53      551             7.74
met2                  39       18             6.34
met3                 6.5        7             1.98
met4                 1.8        0            0.761
met5                   0        -                0
power groups by stage:
stage	Combinational [mW]	Sequential, mW	Clock (mW)
4_1_cts	0.00897	0.354	0.287
5_1_grt	0.00974	0.353	0.303
6_report	0.00819	0.354	0.277
cell usage after synthesis (all sizes together), types with 3 or more instances:
cell type and n:
nor2 14, a22o 7, a21oi 6, xnor2 6, nand2 8, or4 5, dfrtp 35, nor4 4
and3 3, nand3 10, o21ai 5, xor2 10, o31ai 3, nand4 8, or3 3
placed cells by master (no fill, tap or decap):
cell type	count
sky130_fd_sc_hd__clkbuf_1	1
sky130_fd_sc_hd__inv_1	2
sky130_fd_sc_hd__nor2_1	14
sky130_fd_sc_hd__buf_4	2
sky130_fd_sc_hd__nand4b_1	1
sky130_fd_sc_hd__nand4_1	6
sky130_fd_sc_hd__o21ai_0	5
sky130_fd_sc_hd__xnor2_1	6
sky130_fd_sc_hd__ha_1	2
sky130_fd_sc_hd__and3_1	3
sky130_fd_sc_hd__or4_1	5
sky130_fd_sc_hd__mux2i_1	2
sky130_fd_sc_hd__nor3b_1	1
sky130_fd_sc_hd__or3_1	3
sky130_fd_sc_hd__o31ai_1	3
sky130_fd_sc_hd__nor4bb_1	2
sky130_fd_sc_hd__a21oi_1	6
sky130_fd_sc_hd__and2_1	1
sky130_fd_sc_hd__and4_1	2
sky130_fd_sc_hd__a22o_1	7
sky130_fd_sc_hd__nor4_1	4
sky130_fd_sc_hd__nor2b_1	1
sky130_fd_sc_hd__nand2_1	8
sky130_fd_sc_hd__dfrtp_1	35
sky130_fd_sc_hd__a21o_1	1
sky130_fd_sc_hd__clkdlybuf4s50_1	9
sky130_fd_sc_hd__clkbuf_8	7
sky130_fd_sc_hd__nor3_1	2
sky130_fd_sc_hd__nand4_2	2
sky130_fd_sc_hd__xor2_1	10
sky130_fd_sc_hd__clkinv_1	1
sky130_fd_sc_hd__or2_2	1
sky130_fd_sc_hd__nand3_1	10
through the flow:
| step | hold slack (ns) | area (µm²) | worst slack (ns) |
|---|---|---|---|
| CTS | 0.496 | 1930 | 1.95 |
| floorplan | 0.454 | 1610 | 2.10 |
| global placement | 0.486 | 1830 | 1.99 |
| detailed placement | 0.487 | 1830 | 1.96 |
| finish | 0.492 | 1930 | 1.95 |
| global route | 0.520 | 1930 | 1.75 |
Power is estimated from default activity; no workload was simulated.
