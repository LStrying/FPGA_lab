<file path="flow/run.sh">
#!/bin/bash
# OpenROAD 26Q1-2900-gdf79404cd8, Yosys 0.63+post, stock flow scripts
make -C /OpenROAD-flow-scripts/flow DESIGN_CONFIG=/design/flow/config.mk WORK_HOME=/design/flow/orfs finish
</file>
<file path="flow/config.mk">
export PLATFORM = sky130hd
export DESIGN_NAME = detect_moore
export DESIGN_NICKNAME = detect_moore
export VERILOG_FILES = /design/flow/design.v
export SDC_FILE = /design/flow/constraint.sdc
export NUM_CORES = 4
export LEC_CHECK = 1
export CORE_AREA = 10 10 70 70
export DIE_AREA = 0 0 80 80
</file>
<file path="flow/constraint.sdc">
current_design detect_moore

set clk_period 1.1
set clk_io_pct 0.2

create_clock -name clk0 -period $clk_period [get_ports {clk}]

set non_clock_inputs [all_inputs -no_clocks]
set_input_delay [expr $clk_period * $clk_io_pct] -clock clk0 $non_clock_inputs
set_output_delay [expr $clk_period * $clk_io_pct] -clock clk0 [all_outputs]
</file>
<file path="flow/design.v">
module detect_moore(
    input clk,
    input rst_n,
    input data,
    output reg led0
);
    parameter idle = 3'd0;
    parameter s0 = 3'd1;
    parameter s1 = 3'd2;
    parameter s2 = 3'd3;
    parameter s3 = 3'd4;
    parameter s4 = 3'd5;
    reg [2:0] state,next_state;
    always @(posedge clk,negedge rst_n) begin
        if(~rst_n)
            state <= idle;
        else state <= next_state;
    end
    always@(*)begin
        case(state)
            idle: next_state = (data) ? s0 : idle;
            s0: next_state = (data) ? s0 : s1;
            s1: next_state = (data) ? s2 : idle;
            s2: next_state = (data) ? s3 : s1;
            s3: next_state = (data) ? s0 : s4;
            s4: next_state = (data) ? s0 : idle;
            default:next_state =  idle;
        endcase
    end
    always@(*)begin
        if(~rst_n)
            led0 = 1'b0;
        else if(state == s4)
            led0 = 1'b1;
        else led0 =  1'b0;
    end
endmodule
module detect_mealy(
    input clk,
    input rst_n,
    input data,
    output  reg led0
);
    parameter idle = 3'd0;
    parameter s0 = 3'd1;
    parameter s1 = 3'd2;
    parameter s2 = 3'd3;
    parameter s3 = 3'd4;
    reg [2:0] state,next_state;
    reg led0_reg;
    always @(posedge clk,negedge rst_n) begin
        if(~rst_n)
            state <= idle;
        else state <= next_state;
    end
    always@(*)begin
        case(state)
            idle: next_state <= (data) ? s0 : idle;
            s0: next_state <= (data) ? s0 : s1;
            s1: next_state <= (data) ? s2 : idle;
            s2: next_state <= (data) ? s3 : s1;
            s3: next_state <= (data) ? s0 : idle;
            default: next_state <=  idle;
        endcase
    end
    always@(*)begin
        if(~rst_n)
            led0_reg = 1'b0;
        else if(state == s3 && data == 1'b0)
            led0_reg = 1'b1;
        else led0_reg = 1'b0;
    end
    always@(posedge clk,negedge rst_n)begin
        if(~rst_n)
            led0 <= 1'b0;
        else led0 <= led0_reg;
    end
endmodule
</file>
==> impl_metrics.csv <==
group,metric,value,unit
global_routing,grt.total_usage,0.0137,
power,combPwrFrac,0.068,
synthesis,avgSynthCellArea,13.7,µm²
route,dr_wl_met3,83,µm
clock_network,cts_sinks,6,
timing,finalHoldViolCount,0,
timing,fin_skew,0.00667,ns
timing,fin_tns_setup,0,ns
die,core,3420,µm²
global_routing,grt_max_degree,7,
clock_network,clk_latency,0.25,ns
placed_design,port_buffers,3,
synthesis,yosys_warnings,1,
synthesis,topCellsByArea,"dfrtp_1, dfstp_2, and2_1, nor2_1, o41a_1",
placed_design,pre_cts_slack,-0.428,ns
global_routing,grt_pass1_vias,146,
clock_network,clockRootBuffer,"clkbuf_4",
power,swShare,0.212,
critical_path,worst_path_largest_cell_delay,0.37,ns
synthesis,yosys-stat-area,205,µm²
clock_network,clkTransAtPathRegs,0.05,ns
power,max-vdd-ir-drop,0.646,mV
die,die_area,6400,µm²
power,p_leak,0.146,nW
flow_run,openroad.warnings,26,
critical_path,worstPathRequired,0.88,ns
critical_path,crit_path_start_kind,"register",
critical_path,crit_chain,"and2_4 -> buf_6",
critical_path,cp_slowest_cell,"dfrtp_1",
power,pwr-share-seq,0.492,
critical_path,r2r_setup_slack,0.05,ns
die,initCoreUtil,0.0601,
critical_path,crit_type,"register to output pin",
layout,top_regs,"state (6)",
route,wl_met1,196,µm
critical_path,cp_num_buf_inv,1,
route,drc,0,
timing,max_freq,935,MHz
layout,largest_reg_flops,6,
timing,worst-slew-pin-transition,0.186,ns
route,wirelength,372,µm
critical_path,cp-end-kind,"output pin",
route,viasPerCell,1.89,
power,power_switching,0.106,mW
route,wl_met2,91,µm
critical_path,cp_max_fo,2,
clock_network,h-tree-depth,1,
layout,top_register,"state",
die,dieHeight,80,µm
synthesis,netlist_area,205,µm²
timing,layout_min_cycle_time,1.07,ns
synthesis,largest_area_cell,"dfrtp_1",
clock_network,ctsLongestPathBuffers,2,
hold_path,hold_path_class,"primary input to asynchronous set/reset pin",
timing,setup-violations-final,0,
clock_network,tritoncts,"built",
flow_run,timing.max_cap.violations,0,
synthesis,numSynthFlops,6,
critical_path,critical-path-top-delay-family,"flip-flops",
route,drt_iter0_markers,5,
route,drtPass1Iterations,3,
run_status,status,"complete, no violations",
critical_path,rr_worst_depth,3,
timing,whs,0.0314,ns
timing,layout_setup_ws,0.0302,ns
route,detail-route-antenna-nets,0,
power,power.total,0.501,mW
synthesis,synth_cell_types,8,
die,ios,4,
layout,fin_util,0.100,
route,diodes,0,
power,internal_power,0.395,mW
synthesis,ys_cells,15,
global_routing,overflow,0,
critical_path,crit_cells,2,
global_routing,antenna_found_initial,0,
route,highest_layer,"met3",
power,power.share.clock,0.441,
layout,area_growth,67.1,%
synthesis,postSynthSeqShare,0.738,
synthesis,yosysTopAreaCellShare,0.610,
timing,timing.final.crit_share,0.973,
route,routedWlPerCell,5.24,µm
timing,relSlewSlack,0.876,
layout,drive_gt1_frac,0.360,
synthesis,syn_inst,15,
route,dr_total_vias,134,
critical_path,critPathArrivalTime,0.85,ns
clock_network,cts_buffers,3,
placed_design,gp_congestion,0.627,
timing,slew_violations,0,
global_routing,grt_pass1_wl,627,µm
power,power_density,1460,nW/µm²
die,rows,21,
die,die_x,80,µm
timing,rsz0062_at_grt,"true",
-- routing by layer --
| layer | track usage | vias up |
|---|---|---|
| met3 | 0.0205 | 0 |
| met1 | 0.0175 | 56 |
| met4 | 0.00176 | 0 |
| met2 | 0.0112 | 7 |
| li1 | - | 71 |
| met5 | 0 | - |
-- cell families after synthesis --
group,Yosys count,synth area share
and+or+nand+nor,8,0.207
AOI/OAI and AO/OA,1,0.0549
DFF,6,0.738
-- cells in the mapped netlist --
library cell  instances
nor2_1                3
dfstp_2               1
and2_1                2
and2_2                1
dfrtp_1               5
nor3_1                1
o41a_1                1
nor2b_1               1
-- power by group through the flow --
stage,clock [mW],sequential (mW),combinational [mW]
4_1_cts,0.233,0.246,0.0344
5_1_grt,0.250,0.248,0.0381
6_report,0.221,0.246,0.0338
-- worst paths after layout --
check	from	end
min reg2reg	state[5]$_DFF_PN0_	state[1]$_DFF_PN0_
max	state[4]$_DFF_PN0_	led0
max reg2reg	state[4]$_DFF_PN0_	state[3]$_DFF_PN0_
max in group asynchronous	rst_n	state[0]$_DFF_PN1_
min	rst_n	state[1]$_DFF_PN0_
min in group clk0	state[5]$_DFF_PN0_	state[1]$_DFF_PN0_
-- repair_timing --
action / in CTS / in global routing
buffers inserted: 1 / 0
gates resized: 5 / 1
hold buffers: 0 / 0
hold endpoints to repair: 0 / 0
pin swaps: 1 / 0
endpoints found under the setup margin: 1 / 1
-- per-stage QoR --
step / std cells / instance area (µm²)
6_report: 71 / 343
5_1_grt: 71 / 343
4_1_cts: 71 / 337
3_5_place_dp: 66 / 308
3_3_place_gp: 66 / 308
2_1_floorplan: 15 / 205
-- placed cells by master (no fill, tap or decap) --
master	Yosys	final
dlygate4sd2_1	0	1
nor2_1	3	3
and2_1	2	2
dfstp_2	1	1
and2_4	0	1
clkbuf_4	0	3
clkdlybuf4s50_1	0	1
o41a_1	1	1
buf_4	0	3
nor3_1	1	1
clkbuf_1	0	1
dfrtp_1	5	5
nor2b_1	1	1
buf_6	0	1
-- area by class of cell --
cell class | instances | area [µm²]
tap | 46 | 57.6
multi-input combinational | 9 | 55.1
clock buffer | 4 | 26.3
timing repair buffer | 6 | 52.6
fill | 401 | 3070
sequential | 6 | 151
Power and IR drop assume default switching activity.
